==> design/flow/design.v <==
module trng_reg (
    input  wire        S_AXI_ACLK,
    input  wire        S_AXI_ARESETN,
    input  wire [31:0] S_AXI_ARADDR,
    input  wire        S_AXI_ARVALID,
    output reg [31:0]  S_AXI_RDATA,
    output reg         S_AXI_RVALID,
    input  wire [7:0]  trng_byte    
);
    always @(posedge S_AXI_ACLK) begin
        if (!S_AXI_ARESETN) begin
            S_AXI_RDATA  <= 32'd0;
            S_AXI_RVALID <= 1'b0;
        end else begin
            if (S_AXI_ARVALID) begin
                S_AXI_RDATA  <= {24'd0, trng_byte};  
                S_AXI_RVALID <= 1'b1;
            end else begin
                S_AXI_RVALID <= 1'b0;
            end
        end
    end
endmodule
==> design/flow/run.sh <==
#!/bin/bash
# OpenROAD 26Q1-2900-gdf79404cd8, Yosys 0.63+post, stock flow scripts
make -C /OpenROAD-flow-scripts/flow DESIGN_CONFIG=/design/flow/config.mk WORK_HOME=/design/flow/orfs finish
==> design/flow/config.mk <==
export PLATFORM = sky130hd
export DESIGN_NAME = trng_reg
export DESIGN_NICKNAME = trng_reg
export VERILOG_FILES = /design/flow/design.v
export SDC_FILE = /design/flow/constraint.sdc
export NUM_CORES = 4
export LEC_CHECK = 1
export CORE_AREA = 10 10 70 70
export DIE_AREA = 0 0 80 80
==> design/flow/constraint.sdc <==
current_design trng_reg

set clk_period 1.0
set clk_io_pct 0.2

create_clock -name clk0 -period $clk_period [get_ports {S_AXI_ACLK}]

set non_clock_inputs [all_inputs -no_clocks]
set_input_delay [expr $clk_period * $clk_io_pct] -clock clk0 $non_clock_inputs
set_output_delay [expr $clk_period * $clk_io_pct] -clock clk0 [all_outputs]
==> impl_metrics.env <==
# yosys + openroad results
export IMPL_core_mm2=0.00342
export IMPL_r2r_end="S_AXI_RDATA[5]"
export IMPL_firstDrtPassIters=2
export IMPL_routedWlPerCell_um=9.77
export IMPL_p_sw_mw=0.162
export IMPL_topCellsByArea="dfxtp_1 (35%), buf_4 (35%), mux2i_1 (16%), nor2b_1 (9.8%), buf_6 (2.2%)"
export IMPL_chipArea_mm2=0.00640
export IMPL_slew_viol_final=0
export IMPL_crit_slowest_cell="dfxtp_2"
export IMPL_rsz0062_at_grt="false"
export IMPL_cp_depth=1
export IMPL_final_cell_mix="conb_1 (24), clkdlybuf4s50_1 (9), dfxtp_2 (8), mux2i_1 (8), nor2b_1 (8)"
export IMPL_grt_first_pass_wirelength_mm=1.75
export IMPL_maxCapViolCount=0
export IMPL_finalHoldViolations=0
export IMPL_synth_cells=52
export IMPL_drive_gt1_share_pct=21.6
export IMPL_worstSetupPathType="flop to primary output"
export IMPL_power_density_mw_per_mm2=1120
export IMPL_cts_setup_buffers=0
export IMPL_ys_cells=52
export IMPL_remaining_drc_errors=0
export IMPL_irDropWorstVdd_v=0.000332
export IMPL_clk_pin_slew_ps=60
export IMPL_top_area_share_pct=35.1
export IMPL_ys_chip_area_um2=513
export IMPL_p_clk_share_pct=34.1
export IMPL_ys_seq_share_pct=35.1
export IMPL_path_cells="clkdlybuf4s15_1"
export IMPL_ys_flops=9
export IMPL_warnings=57
export IMPL_viasPerCell=2.73
export IMPL_timing_reg2reg_setup_slack_ps=380
export IMPL_antenna_found_initial=0
export IMPL_final_area_um2=699
export IMPL_regArea_um2=190
export IMPL_crit_fanout=2
export IMPL_grt_pass1_vias=371
export IMPL_post_place_ws_ps=-228
export IMPL_cts_sinks=9
export IMPL_max_stage_delay_ps=320
export IMPL_clock_path_buffers=2
export IMPL_crit_start="S_AXI_RDATA[0]"
export IMPL_setup_viol=0
export IMPL_die_h_um=80
export IMPL_cts_tree="yes"
export IMPL_insertion_delay_ps=250
export IMPL_min_period_ps=949
export IMPL_nFillCells=386
export IMPL_fp_util_pct=15.0
export IMPL_start_kind="flop"
export IMPL_p_seq_share_pct=50.2
export IMPL_rows=21
export IMPL_overflow=0
export IMPL_synth_top_cell_by_area="dfxtp_1"
export IMPL_netlist_area_um2=513
export IMPL_outcome="finished, final reports clean"
export IMPL_numCtsBuffers=3
export IMPL_port_buffers=19
export IMPL_whs_ps=388
export IMPL_cellInternalPower_mw=0.622
export IMPL_max_freq_mhz=1050
export IMPL_pwr_share_comb_pct=15.7
export IMPL_crit_arrival_ps=750
export IMPL_setup_worst_path_end="S_AXI_RDATA[0]"
export IMPL_grt_max_degree=10
export IMPL_p_sw_share_pct=20.7
export IMPL_hpwl_mm=1.04
export IMPL_finalClockPeriodUsage_pct=94.9
export IMPL_routabilityCongestion=0.626
export IMPL_antenna_left=0
export IMPL_synth_distinct_cells=7
export IMPL_power_leakage_nw=0.333
export IMPL_ys_warn_count=1
export IMPL_worst_slack_ps=51.1
export IMPL_cp_required_ps=800
export IMPL_pin_count=76
export IMPL_cpLargestDelayFamily="flip-flops"
export IMPL_diodes=0
export IMPL_cts_root_buffer_cell="clkbuf_4"
export IMPL_cts_max_level=1
export IMPL_initialDrtViolationCount=3
export IMPL_via_count=327
export IMPL_dpl_instance_area_um2=676
export IMPL_finalPower_mw=0.785
export IMPL_hp_class="primary input to flop"
export IMPL_lay_top_count="conb_1"
export IMPL_reg2reg_depth=2
export IMPL_worst_path_buf_inv=1
export IMPL_holdBufCountCts=0
export IMPL_finClkSkew_ps=0
export IMPL_avgSynthCellArea_um2=9.87
export IMPL_track_usage_pct=3.29
export IMPL_dieWidth_um=80
export IMPL_wl_mm=1.17
export IMPL_logic_area_um2=228
export IMPL_reg2reg_from="S_AXI_RDATA[5]"
export IMPL_syn_to_final_growth_pct=36.3
export IMPL_end_kind="primary output"
## worst min path at each step
stage	endpoint	cells past startpoint	startpoint	slack, ps
CTS	S_AXI_RDATA[0]	2	S_AXI_RDATA[0]	510
global route	S_AXI_RVALID	3	S_AXI_ARVALID	390
finish	S_AXI_RVALID	3	S_AXI_ARVALID	390
## kinds of logic (layout without fill, tap and decap cells)
family / Yosys count / after routing / synth area share, %
buffers and inverters: 25 / 24 / 37.3
flip-flops: 9 / 9 / 35.1
AND/OR/NAND/NOR: 9 / 9 / 11.2
multiplexers: 8 / 8 / 15.6
other: 1 / 24 / 0.731
## flip-flops by register name, summed over array words and instances (netlist names)
name,count
S_AXI_RVALID,1
S_AXI_RDATA,8
## power groups by stage
stage     logic, mW  registers [mW]  clock network [mW]
5_1_grt       0.140           0.396               0.311
6_report      0.123           0.394               0.268
4_1_cts       0.134           0.393               0.283
## worst min-delay path: stages
cell and delay [ps]:
dlymetal6s2s_1 130, buf_12 150, and2_2 130
## final cells by class
| class | count | area share, % |
|---|---|---|
| well taps | 46 | 8.23 |
| flip-flops and latches | 9 | 27.2 |
| clock buffers | 4 | 3.76 |
| repair buffers | 20 | 28.3 |
| multi-input cells | 41 | 32.6 |
## per-stage QoR
step	instances	utilization [%]	setup TNS (ps)
6_report	120	20.5	0
5_1_grt	120	20.5	0
4_1_cts	120	20.8	0
3_5_place_dp	116	19.8	-1770
3_3_place_gp	116	19.8	-1690
2_1_floorplan	75	-	0
## routing by layer
metal	GRT usage, %	share of wire [%]
met1	3.46	35
met2	6.02	57
met3	1.25	7.3
met4	0.704	1.3
met5	0	0
## synth_stat cells (all sizes together)
cell and instances:
buf 25, dfxtp 9, conb 1, mux2i 8, and2 1, nor2b 8
## what timing repair did
item / 4_1_cts / 5_1_grt
cloned: 0 / 0
endpoints found under the setup margin: 9 / 7
gates resized: 24 / 6
pin swaps: 0 / 0
Power is estimated from default activity; no workload was simulated.
