`./design.v`:
```
module uart_tx #(parameter CLK_HZ = 100_000_000, parameter BAUD = 115200)(
    input wire clk,
    input wire send,
    input wire [7:0] data,
    output reg tx = 1,
    output reg busy = 0
);
    localparam CLKS_PER_BIT = CLK_HZ / BAUD;
    reg [15:0] clk_cnt = 0;
    reg [9:0] shift_reg = 10'b1111111111;
    always @(posedge clk) begin
        if (!busy) begin
            if (send) begin
                shift_reg <= {1'b1, data, 1'b0};  
                busy <= 1;
                clk_cnt <= 0;
            end
        end else begin
            if (clk_cnt == CLKS_PER_BIT - 1) begin
                clk_cnt <= 0;
                shift_reg <= {1'b1, shift_reg[9:1]};
                if (shift_reg == 10'b1111111111)
                    busy <= 0;
            end else begin
                clk_cnt <= clk_cnt + 1;
            end
        end
    end
endmodule
```
`./run.sh`:
```
#!/bin/bash
# OpenROAD 26Q1-2900-gdf79404cd8, Yosys 0.63+post, stock flow scripts
make -C /OpenROAD-flow-scripts/flow DESIGN_CONFIG=/design/flow/config.mk WORK_HOME=/design/flow/orfs finish
```
`./config.mk`:
```
export PLATFORM = sky130hd
export DESIGN_NAME = uart_tx
export DESIGN_NICKNAME = uart_tx
export VERILOG_FILES = /design/flow/design.v
export SDC_FILE = /design/flow/constraint.sdc
export NUM_CORES = 4
export LEC_CHECK = 1
export CORE_AREA = 10 10 95 95
export DIE_AREA = 0 0 105 105
```
`./constraint.sdc`:
```
current_design uart_tx

set clk_period 4.0
set clk_io_pct 0.2

create_clock -name clk0 -period $clk_period [get_ports {clk}]

set non_clock_inputs [all_inputs -no_clocks]
set_input_delay [expr $clk_period * $clk_io_pct] -clock clk0 $non_clock_inputs
set_output_delay [expr $clk_period * $clk_io_pct] -clock clk0 [all_outputs]
```
==> ci_impl_report.md <==
## PnR job results

| Metric | Value |
|---|---|
| Final worst-path cycle share | 65.0% |
| Routed vias | 816 |
| Maximum number of pins on one net before global-route repair | 19 |
| Core outline area | 6910 um^2 |
| Number of unique standard cell types used by synthesis | 30 |
| Buffers plus inverters on the worst setup path | 0 |
| Final sum of negative setup slack | 0 ns |
| Reg-to-reg critical path endpoint | shift_reg[4] |
| Latency at later pin | 0.27 ns |
| Top cell family by delay on the critical path | simple AND/OR/NAND/NOR gates |
| Avg Inst Size Synth | 11.9 um^2 |
| Top area cells in the synthesized netlist | edfxtp_1, xnor2_1, mux2_2 |
| FFs w/ async S/R, synth | 0% |
| Fraction of the yosys area taken by sequential cells | 59.1% |
| FF-to-FF path depth | 5 |
| Global-route wire length before repair | 4120 um |
| Detail Route met2 WL | 963 um |
| Top routing layer in use | met4 |
| Total tool warning count | 25 |
| Overall track demand over capacity in global routing | 4.34% |
| DRC marker count from the first detailed-route iteration | 30 |
| Count of final hold-check violations | 0 |
| Standard-cell rows | 30 |
| Cell at the root of the clock tree | clkbuf_8 |
| Required time at the endpoint of the critical path | 3.94 ns |
| Flops & latches, synth | 26 |
| Post-synth tally of flip-flops with integrated enable | 25 |
| Final Max Slew Viols | 0 |
| DP Wirelength | 1650 um |
| Worst stage delay on the critical path | 0.45 ns |
| Fmax | 0.385 GHz |
| Wire length on met3 | 147 um |
| Data arrival time of the worst path | 2.54 ns |
| Source of the worst register-to-register timing path | clk_cnt[0] |
| Crit path max fanout | 16 |
| Final weighted congestion in routability-driven placement | 0.855 |
| Inserted Clock Buffers | 3 |
| Worst hold path stage count | 1 |
| Final global-route overflow total | 0 |
| Post-Syn Area | 1310 um^2 |
| Start point of the worst hold path | shift_reg[1] |
| Area added between synthesis and finish | 21.1% |
| Setup fix buffers added after clock tree synthesis | 0 |
| Routed length per instance | 10.5 um |
| Synth top area share | 57.5% |
| Total chip power | 0.778 mW |
| Element type at the critical path start | flop |
| Kind of critical path | flop to flop |
| Hold-fix buffers at CTS | 0 |
| Metal-1 WL | 1160 um |
| Clock tree from TritonCTS | built |
| Worst vdd ir | 0.000239 V |
| Classification of the worst-slack hold path | flop to flop |
| Number of buffer cells added on primary ports | 10 |
| Number of flip-flops in the largest register | 16 |
| Detailed Routing Iterations Pass 1 | 4 |
| Post-Synthesis Cells | 110 |
| Max_cap viols | 0 |
| IO Count | 12 |
| Vertical die dimension | 105 um |
| Most frequently used cell type in the post-synthesis netlist | edfxtp_1 |
| Chip Footprint | 11,000 um^2 |
| Fraction of layout instances using a drive strength above 1 | 12.4% |
| Total inserted antenna cells | 0 |
| Avg Vias per Cell | 3.76 |
| LEAKAGE | 0.509 nW |
| Antenna violations before repair | 0 |
| Capture endpoint of the worst hold path | shift_reg[0] |
| Number of levels in the clock H-tree | 1 |
| DRC violations left | 0 |
| Detailed-route wire length | 2290 um |
| Worst-case clock skew | 0.00129 ns |
| Antenna-violating nets left | 0 |
| Cell count listed in synth_stat.txt | 110 |
| Primary FF master, synth | edfxtp_1 |
| Power density over the cells | 492 nW/um^2 |
| Worst path slowest cell | or4b_1 |
| Final-report setup violation count | 0 |
| Cell taking the most area after synthesis | edfxtp_1 |
| Die extent in x | 105 um |
| RSZ-0062 raised after global routing | no |
| Count of clock tree sinks | 26 |
| FP Util | 18.9% |
| Vias in the first global route | 872 |
| Resize count post-CTS | 0 |
| Result of the run | finished clean |
| Number of warnings reported in the yosys synthesis log | 1 |
| Critical Path End Type | flop |
| Clock Tree Buf Depth | 2 |
| Chip area in the Yosys report | 1310 um^2 |
| Critical path cell sequence | ha_1, or4b_1, or4_4, nand2_2, and2_1 |
| Flop2flop setup slack | 1.40 ns |
| Ranking of synthesized cells by instance count | edfxtp_1, nor2_1, xnor2_1 |
| Clock slew at reported path FFs | 0.09 ns |
| Time the final worst path needs with I/O delays and setup | 2.60 ns |
==> cells in the final DEF (no fill, tap or decap), types with 2 or more instances in the layout <==
cell type	netlist	layout
xor2_1	4	4
nor2_1	17	17
and2_1	2	2
nand2_1	7	7
nor3_1	2	2
edfxtp_1	25	25
nand3_1	5	5
xnor2_1	9	9
nor4_1	4	4
mux2_2	6	6
or4b_1	2	2
nand4_1	6	6
clkbuf_8	0	3
clkdlybuf4s50_1	0	10
or2_2	2	2
inv_1	3	3
==> cells by family after synthesis <==
group / after synthesis / synth area share, %
buffers and inverters: 6 / 2.11
DFF: 26 / 59.1
muxes: 6 / 5.18
other: 1 / 0.287
adders and majority gates: 1 / 0.959
and+or+nand+nor: 53 / 21.4
xor gates and xnor gates: 13 / 8.72
AOI/OAI and AO/OA: 4 / 2.30
==> layout make-up <==
cell class / instances / area (um^2)
timing repair buffer: 10 / 100
clock buffer: 3 / 41.3
tap: 96 / 120
sequential: 26 / 771
clock inverter: 1 / 30.0
inverter: 3 / 11.3
fill: 757 / 5330
multi-input combinational: 78 / 507
==> routing by layer <==
metal  track usage, %  vias up
met4            0.392        0
met3             1.61        2
met1             6.10      373
met2             6.54       18
met5                0        -
li1                 -      423
==> worst max path at each step <==
stage,start,end,cells after the start
4_1_cts,clk_cnt[0],shift_reg[6],5
6_report,clk_cnt[0],shift_reg[4],5
5_1_grt,clk_cnt[0],shift_reg[6],5
==> worst reg2reg max path, cell delays in order, from the launching register on <==
cell and delay (ns):
edfxtp_1 0.43, ha_1 0.27, or4b_1 0.45, or4_4 0.44, nand2_2 0.26, and2_1 0.42
==> power by group <==
| group | total (mW) | internal [mW] | switching, mW |
|---|---|---|---|
| clock network | 0.219 | 0.134 | 0.0849 |
| logic | 0.120 | 0.0642 | 0.0561 |
| registers | 0.439 | 0.368 | 0.0708 |
==> through the flow <==
stage	hold WS (ns)	std cells	setup slack (ns)	utilization (%)	cell area, um^2
after floorplan	0.514	110	1.75	-	1310
after detailed placement	0.558	213	1.40	21.8	1510
after CTS	0.582	217	1.37	22.9	1580
after global routing	0.601	217	1.22	22.9	1580
final	0.578	217	1.40	22.9	1580
after global placement	0.549	213	1.44	21.8	1510
Power figures rest on the tool's default switching activity, not on a simulated workload.
